==> design.v <==
module BlockRAM_1KB (clk, rd_addr, rd_data, wr_addr, wr_data, C0, C1, C2, C3, C4, C5);
	parameter READ_ADDRESS_MSB_FROM_DATALSB = 24;  
	parameter WRITE_ADDRESS_MSB_FROM_DATALSB = 16;  
	parameter WRITE_ENABLE_FROM_DATA = 20;  
    input clk;
    input [7:0] rd_addr;
    output [31:0] rd_data;
    input [7:0] wr_addr;
    input [31:0] wr_data;
    input C0; 
    input C1; 
    input C2; 
    input C3;
    input C4; 
    input C5;  
    wire [1:0] rd_port_configuration;
    wire [1:0] wr_port_configuration;
    wire optional_register_enabled_configuration;
	wire alwaysWriteEnable;
    assign wr_port_configuration = {C0, C1};
    assign rd_port_configuration = {C2, C3};
	assign alwaysWriteEnable = C4;
    assign optional_register_enabled_configuration = C5;
    reg memWriteEnable;
    always @ (*) begin  
		if(alwaysWriteEnable) begin
			memWriteEnable = 0;  
		end else begin
			memWriteEnable = (!(wr_data[WRITE_ENABLE_FROM_DATA]));  
		end
    end
    reg [3:0] mem_wr_mask;
    reg [31:0] muxedDataIn;
	wire [1:0] wr_addr_topbits; 
	assign wr_addr_topbits = wr_data[WRITE_ADDRESS_MSB_FROM_DATALSB+1:WRITE_ADDRESS_MSB_FROM_DATALSB];
    always @ (*) begin  
		muxedDataIn = 32'dx;
        if(wr_port_configuration == 0) begin
            mem_wr_mask = 4'b1111;
			muxedDataIn = wr_data;
        end else if(wr_port_configuration == 1) begin
            if(wr_addr_topbits == 0) begin
                mem_wr_mask = 4'b0011;
				muxedDataIn[15:0] = wr_data[15:0];
            end else begin
                mem_wr_mask = 4'b1100;
				muxedDataIn[31:16] = wr_data[15:0];
            end
        end else if(wr_port_configuration == 2) begin
            if(wr_addr_topbits == 0) begin
                mem_wr_mask = 4'b0001;
				muxedDataIn[7:0] = wr_data[7:0];
            end else if(wr_addr_topbits == 1) begin
                mem_wr_mask = 4'b0010;
				muxedDataIn[15:8] = wr_data[7:0];
            end else if(wr_addr_topbits == 2) begin
                mem_wr_mask = 4'b0100;
				muxedDataIn[23:16] = wr_data[7:0];
            end else begin
                mem_wr_mask = 4'b1000;
				muxedDataIn[31:24] = wr_data[7:0];
            end
        end
    end
    wire [31:0] mem_dout;
    sram_1rw1r_32_256_8_sky130 memory_cell(
    .clk0(clk),
    .csb0(memWriteEnable),
    .web0(memWriteEnable),
    .wmask0(mem_wr_mask),
    .addr0(wr_addr[7:0]),
    .din0(muxedDataIn),
    .clk1(clk),
    .csb1(1'b0),
    .addr1(rd_addr[7:0]),
    .dout1(mem_dout)
    );
    reg [1:0] rd_dout_sel;
    always @ (posedge clk) begin
        rd_dout_sel <= wr_data[READ_ADDRESS_MSB_FROM_DATALSB+1:READ_ADDRESS_MSB_FROM_DATALSB];
    end
    reg [31:0] rd_dout_muxed;
    always @ (*) begin
        rd_dout_muxed[31:0] = mem_dout[31:0];  
        if(rd_port_configuration == 0) begin
            rd_dout_muxed[31:0] = mem_dout[31:0];
        end else if(rd_port_configuration == 1) begin
            if(rd_dout_sel[0] == 0) begin
                rd_dout_muxed[15:0] = mem_dout[15:0];
            end else begin
                rd_dout_muxed[15:0] = mem_dout[31:16];
            end
        end else if(rd_port_configuration == 2) begin
            if(rd_dout_sel == 0) begin
                rd_dout_muxed[7:0] = mem_dout[7:0];
            end else if(rd_dout_sel == 1) begin
                rd_dout_muxed[7:0] = mem_dout[15:8];
            end else if(rd_dout_sel == 2) begin
                rd_dout_muxed[7:0] = mem_dout[23:16];
            end else begin
                rd_dout_muxed[7:0] = mem_dout[31:24];
            end
        end
    end
    reg [31:0] rd_dout_additional_register;
    always @ (posedge clk) begin
        rd_dout_additional_register <= rd_dout_muxed;
    end
    reg [31:0] final_dout;
    assign rd_data = final_dout;
    always @ (*) begin
        if(optional_register_enabled_configuration) begin
            final_dout = rd_dout_additional_register;
        end else begin
            final_dout = rd_dout_muxed;
        end
    end
endmodule
module sram_1rw1r_32_256_8_sky130(
    clk0,csb0,web0,wmask0,addr0,din0,dout0,
    clk1,csb1,addr1,dout1
  );
  parameter NUM_WMASKS = 4 ;
  parameter DATA_WIDTH = 32 ;
  parameter ADDR_WIDTH = 8 ;
  parameter RAM_DEPTH = 1 << ADDR_WIDTH;
  parameter DELAY = 3 ;
  input  clk0;  
  input   csb0;  
  input  web0;  
  input [NUM_WMASKS-1:0]   wmask0;  
  input [ADDR_WIDTH-1:0]  addr0;
  input [DATA_WIDTH-1:0]  din0;
  output [DATA_WIDTH-1:0] dout0;
  input  clk1;  
  input   csb1;  
  input [ADDR_WIDTH-1:0]  addr1;
  output [DATA_WIDTH-1:0] dout1;
  reg  csb0_reg;
  reg  web0_reg;
  reg [NUM_WMASKS-1:0]   wmask0_reg;
  reg [ADDR_WIDTH-1:0]  addr0_reg;
  reg [DATA_WIDTH-1:0]  din0_reg;
  reg [DATA_WIDTH-1:0]  dout0;
  always @(posedge clk0)
  begin
    csb0_reg = csb0;
    web0_reg = web0;
    wmask0_reg = wmask0;
    addr0_reg = addr0;
    din0_reg = din0;
  end
  reg  csb1_reg;
  reg [ADDR_WIDTH-1:0]  addr1_reg;
  reg [DATA_WIDTH-1:0]  dout1;
  always @(posedge clk1)
  begin
    csb1_reg = csb1;
    addr1_reg = addr1;
  end
reg [DATA_WIDTH-1:0]    mem [0:RAM_DEPTH-1];
  always @ (negedge clk0)
  begin : MEM_WRITE0
    if ( !csb0_reg && !web0_reg ) begin
        if (wmask0_reg[0])
                mem[addr0_reg][7:0] = din0_reg[7:0];
        if (wmask0_reg[1])
                mem[addr0_reg][15:8] = din0_reg[15:8];
        if (wmask0_reg[2])
                mem[addr0_reg][23:16] = din0_reg[23:16];
        if (wmask0_reg[3])
                mem[addr0_reg][31:24] = din0_reg[31:24];
    end
  end
  always @ (negedge clk0)
  begin : MEM_READ0
    if (!csb0_reg && web0_reg)
       dout0 <=   mem[addr0_reg];
  end
  always @ (negedge clk1)
  begin : MEM_READ1
    if (!csb1_reg)
       dout1 <=   mem[addr1_reg];
  end
endmodule
==> run.sh <==
#!/bin/bash
# OpenROAD 26Q1-2900-gdf79404cd8, Yosys 0.63+post, stock flow scripts
make -C /OpenROAD-flow-scripts/flow DESIGN_CONFIG=/design/flow/config.mk WORK_HOME=/design/flow/orfs finish
==> config.mk <==
export PLATFORM = sky130hd
export DESIGN_NAME = BlockRAM_1KB
export DESIGN_NICKNAME = BlockRAM_1KB
export VERILOG_FILES = /design/flow/design.v
export SDC_FILE = /design/flow/constraint.sdc
export NUM_CORES = 4
export LEC_CHECK = 1
export CORE_UTILIZATION = 30
export SYNTH_MEMORY_MAX_BITS = 65536
==> constraint.sdc <==
current_design BlockRAM_1KB

set clk_period 140.4
set clk_io_pct 0.2

create_clock -name clk0 -period $clk_period [get_ports {clk}]

set non_clock_inputs [all_inputs -no_clocks]
set_input_delay [expr $clk_period * $clk_io_pct] -clock clk0 $non_clock_inputs
set_output_delay [expr $clk_period * $clk_io_pct] -clock clk0 [all_outputs]
==> flow_metrics.py <==
# Physical implementation metrics
metrics = {
    "global_route": {
        "grt_pass1_wl_mm": 1478,
        "grt_pass1_vias": 219185,
        "grt_overflow": 0,
        "track_usage": 0.2103,
        "antenna_found_initial": 120,
        "grt_max_degree": 129,
    },
    "synthesis": {
        "postSynthCellCount": 16024,
        "synth.area.top_cells": "edfxtp_1 (76%), mux4_2 (10%), mux2i_1 (3.9%), nor2_1 (1.4%), dfxtp_1 (0.74%)",
        "synth_cell_types": 70,
        "synth_flops": 8315,
        "yosys_area_um2": 321800,
        "yosys_warnings": 2,
        "ys_cells": 16024,
        "synth_area_um2": 321800,
        "synthArstFlopShare": 0,
        "avgSynthCellArea_um2": 20.08,
        "flop_cell": "edfxtp_1",
        "largest_area_cell": "edfxtp_1",
        "enable_flop_cells": 8192,
        "yosys.area.top_type_share": 0.7643,
    },
    "pwr": {
        "p_clk_frac": 0.512,
        "combPwrFrac": 0.046,
        "p_leak_uw": 0.1624,
        "power.total_uw": 6316,
        "p_switching_uw": 1753,
        "powerDensity_nw_per_um2": 15.60,
        "swShare": 0.2775,
        "p_int_uw": 4563,
        "max-vdd-ir-drop_mv": 0.01154,
        "p_seq_frac": 0.442,
    },
    "worst_setup_path": {
        "cp_max_fo": 3,
        "cp_data_required_time_ns": 112.32,
        "crit_path_end_kind": "primary output",
        "critPathKind": "flip-flop to primary output",
        "cp_top_family": "AND-OR/OR-AND gates",
        "crit_arrival_ns": 73.85,
        "critPathMaxStageDelay_ns": 1.05,
        "path_buffers": 2,
        "cp_slowest_cell": "a22oi_1",
        "crit_chain": "a22oi_1 -> buf_4 -> o21ai_0 -> mux2_2 -> clkdlybuf4s50_1",
        "worstSetupStartpointType": "flip-flop",
    },
    "run": {
        "warnings": 1049,
        "max-cap-violations": 1,
    },
    "floorplan": {
        "rows": 380,
        "io_pins": 87,
        "core_area_um2": 1070000,
        "fp_util": 0.3008,
        "die_w_mm": 1.038,
        "die_area_um2": 1077000,
        "die_y_mm": 1.038,
    },
    "clock_network": {
        "cts_resized": 0,
        "cts-hold-fix-buffers": 0,
        "cts_inserted_buffers": 879,
        "cts.clk_slew.worst_paths_ns": 0.07,
        "cts_tree": "built",
        "cts_setup_buffers": 0,
        "cts_root_buf": "clkbuf_16",
        "cts_max_level": 6,
        "cts.path.max_buffers": 5,
        "clk_latency_ns": 1.15,
    },
    "routing": {
        "drcViolationCount": 0,
        "via_count": 194506,
        "drtIter0Drc": 13932,
        "avgViaCountPerCell": 4.812,
        "routed_wl_mm": 1065,
        "wl_per_cell_um": 26.36,
        "ant_nets": 1,
        "dr.pass1.iters": 10,
    },
    "finish": {
        "lay_top_cells": "inv_1 (8,445), edfxtp_1 (8,192), mux4_2 (1,441)",
        "drive_gt1_frac": 0.1601,
        "lay_top_count": "inv_1",
        "fill_cells": 95612,
        "largest_reg_flops": 8192,
        "flop_area_um2": 248600,
        "comb_area_um2": 68540,
        "area_growth_pct": 25.82,
    },
    "final_timing": {
        "slew_headroom": -0.02082,
        "setup_viol": 0,
        "fin_setup_tns_ns": 0,
        "setup_ws_ns": 38.47,
        "drv_slew": 9,
        "rsz0062_at_grt": "false",
        "hold_ws_ns": 0.9514,
        "worst_clock_skew_ns": 0.1082,
        "unclocked_regs": 4,
        "tightest_slew_ns": 1.526,
        "untimed_endpoints": 8,
        "hold_viol": 0,
    },
    "place": {
        "gp_congestion": 1.007,
        "hpwl_mm": 703.1,
        "io_buffers": 86,
        "pre_cts_ws_ns": 39.50,
    },
    "status": {
        "violations": "antenna rules, capacitance limit, slew limit",
        "status": "finished with violations",
    },
    "hold_path": {
        "min_path_type": "flip-flop to flip-flop",
    },
}
## final cells by class
class                   instances  area share
diodes                        277    0.001712
clock buffers                 893     0.05511
clock inverters              8897     0.09303
inverters                       4  0.00006798
multi-input cells            6704      0.1693
flip-flops and latches       8315      0.6139
well taps                   14134     0.04367
repair buffers               1194     0.02327
## path summary, 6_finish.rpt
path | start | to | slack [ns] | depth (start not counted)
setup reg to reg | memory_cell.addr1_reg[1] | memory_cell.dout1[4] | 62.26 | 13
setup / recovery | memory_cell.dout1[18] | rd_data[2] | 38.47 | 5
hold / removal | rd_dout_sel[0] | rd_dout_additional_register[7] | 0.95 | 3
hold reg to reg | rd_dout_sel[0] | rd_dout_additional_register[7] | 0.95 | 3
## Yosys cell counts, drive strengths merged (102+ instances only)
cell	n
mux2i	1255
a22oi	220
clkbuf	466
buf	534
edfxtp	8192
nand2	408
o22ai	353
a221oi	139
nor2	1221
a21oi	234
nor4	133
o21ai	153
dfxtp	119
o221ai	270
a22o	103
a211oi	102
nor3	227
mux4	1444
## worst register-to-register path, stage by stage (launching register included)
cell	delay [ns]
dfxtp_4	0.47
buf_4	0.24
buf_4	0.55
buf_4	0.79
buf_4	0.49
buf_4	0.65
nor2b_2	0.79
buf_4	0.37
a221oi_1	0.21
nand2_1	0.11
o21ai_0	0.19
nor4_1	0.61
nand4_1	0.98
nor4_1	1.30
## routing by layer
layer  global-route usage  wire (µm)
met1               0.1851     308700
met2               0.2784     462800
met3               0.2180     217800
met4               0.1271      63120
met5              0.08431      13010
## power groups by stage
stage     sequential, µW  combinational (µW)  clock (µW)
6_report            2790                 293        3230
5_1_grt             2780                 307        3610
4_1_cts             2790                 291        3320
## logic make-up (layout without fill, tap and decap cells)
| kind of cell | count (synthesis) | after routing | synth area share |
|---|---|---|---|
| compound gates | 1674 | 1674 | 0.03700 |
| mux | 2785 | 2785 | 0.1431 |
| flops | 8311 | 8311 | 0.7717 |
| other cells | 0 | 277 | 0 |
| simple gates | 2245 | 2245 | 0.03054 |
| buf+inv | 1005 | 10988 | 0.01741 |
| latches | 4 | 4 | 0.0001866 |
## through the flow
step	util	instance area, µm²	instances
floorplan	-	321800	16024
global placement	0.3218	344300	30352
detailed placement	0.3218	344300	30352
CTS	0.3779	404200	40141
global route	0.3780	404400	40218
finish	0.3785	404900	40418
No activity file was given, so power comes from the tool's default toggle rates.
