**design/flow/config.mk**
```make
export PLATFORM = sky130hd
export DESIGN_NAME = top
export DESIGN_NICKNAME = top
export VERILOG_FILES = /design/flow/design.v
export SDC_FILE = /design/flow/constraint.sdc
export NUM_CORES = 4
export LEC_CHECK = 1
export CORE_AREA = 10 10 236 236
export DIE_AREA = 0 0 246 246
```
**design/flow/constraint.sdc**
```tcl
current_design top

set clk_period 5.1
set clk_io_pct 0.2

create_clock -name clk0 -period $clk_period [get_ports {clk}]

set non_clock_inputs [all_inputs -no_clocks]
set_input_delay [expr $clk_period * $clk_io_pct] -clock clk0 $non_clock_inputs
set_output_delay [expr $clk_period * $clk_io_pct] -clock clk0 [all_outputs]
```
**design/flow/design.v**
```verilog
module top (
    input wire clk,
    input wire [23:0] io_in,
    output wire [23:0] io_out,
    io_oeb,
    output wire [7:0] bram0_rd_addr,
    bram0_wr_addr,
    output wire [31:0] bram0_wr_data,
    input wire [31:0] bram0_rd_data,
    output wire [7:0] bram0_config,
    output wire [7:0] bram1_rd_addr,
    bram1_wr_addr,
    output wire [31:0] bram1_wr_data,
    input wire [31:0] bram1_rd_data,
    output wire [7:0] bram1_config,
    output wire [7:0] bram2_rd_addr,
    bram2_wr_addr,
    output wire [31:0] bram2_wr_data,
    input wire [31:0] bram2_rd_data,
    output wire [7:0] bram2_config,
    output wire [7:0] bram3_rd_addr,
    bram3_wr_addr,
    output wire [31:0] bram3_wr_data,
    input wire [31:0] bram3_rd_data,
    output wire [7:0] bram3_config,
    output wire [7:0] bram4_rd_addr,
    bram4_wr_addr,
    output wire [31:0] bram4_wr_data,
    input wire [31:0] bram4_rd_data,
    output wire [7:0] bram4_config,
    output wire [7:0] bram5_rd_addr,
    bram5_wr_addr,
    output wire [31:0] bram5_wr_data,
    input wire [31:0] bram5_rd_data,
    output wire [7:0] bram5_config
);
    localparam COUNTER_WIDTH = 24;
    localparam PRESCALE_WIDTH = 16;
    wire rst;
    wire use_prescaler;
    reg [COUNTER_WIDTH-1:0] ctr;
    reg [PRESCALE_WIDTH-1:0] prescale;
    localparam PRESCALE_LIMIT = 10;
    always @(posedge clk) begin
        if (rst) ctr <= 0;
        else begin
            if (use_prescaler) begin
                if (prescale == PRESCALE_LIMIT) ctr <= ctr + 1'b1;
            end else begin
                ctr <= ctr + 1'b1;
            end
        end
    end
    always @(posedge clk) begin
        if (rst) prescale <= 0;
        else begin
            if (prescale == PRESCALE_LIMIT) prescale <= 0;
            else prescale <= prescale + 1'b1;
        end
    end
    assign io_out[20] = rst;
    assign use_prescaler = 1'b0;
    assign rst = io_in[23] | io_in[22];
    assign io_oeb = ~(24'b111000000000000000110000);
    assign bram0_rd_addr = ctr - 1;
    assign bram0_wr_addr = ctr;
    assign bram0_wr_data = {4{ctr[COUNTER_WIDTH-1:COUNTER_WIDTH-9]}};
    assign bram0_config = 8'b00010000;   
    assign io_out[19:0] = {bram0_rd_data[6], bram0_rd_data[18:0]};
endmodule
```
**design/flow/run.sh**
```bash
#!/bin/bash
# OpenROAD 26Q1-2900-gdf79404cd8, Yosys 0.63+post, stock flow scripts
make -C /OpenROAD-flow-scripts/flow DESIGN_CONFIG=/design/flow/config.mk WORK_HOME=/design/flow/orfs finish
```
==> impl.org <==
#+TITLE: Physical design notes

** Pwr
- Sw Ratio :: 24.4%
- Switching power :: 0.0993 mW
- Reg power frac :: 46.9%
- Internal power :: 0.307 mW
- Per the summary, power density relative to cell area is 108 nW/µm².
- Clock power share :: 40.8%
- Cell leakage power :: 1.65 nW
- Combinational cells account for 12.3% of the total power.
- The highest supply drop recorded on VDD is 110 µV.

** Worst setup path
- On the critical path the data arrives at 2830 ps.
- Critical path class :: in2out
- Element type at the critical path end :: primary output
- Cells along the critical path :: clkdlybuf4s50_1 > nor2_1 > inv_1 > clkdlybuf4s50_1
- Worst-path cell with the longest stage delay :: sky130_fd_sc_hd__clkdlybuf4s50_1
- Data required time at the worst endpoint :: 4080 ps
- Cell type group with the largest total delay on the critical path :: buffers and inverters
- Largest fanout on the critical path :: 24
- Largest stage delay, worst path :: 560 ps
- Most Frequent Cell on Critical Path :: sky130_fd_sc_hd__clkdlybuf4s50_1
- Sum of buffers and inverters on the critical path :: 3
- Critical Path Source Type :: input port

** Placement
- Instance area after placement :: 3700 µm²
- Weighted congestion at the end of routability-driven global placement :: 0.701
- DP Wirelength :: 9.64 mm
- The detailed placer reported the number of placed instances as 1174.
- The buffer_ports step reported a buffer count of 51.

** Clock tree
- The tree is rooted in a sky130_fd_sc_hd__clkbuf_16.
- The post-CTS hold buffer count recorded in the log is 0.
- After clock tree synthesis, the setup repair step added 0 buffers.
- CTS H-Tree Depth :: 1
- Counting every sink on the clock net gives 24.
- Total clock buffers created by CTS :: 3
- In the CTS report, the clock slew at the register clock pins of the worst setup and hold paths is listed as 60 ps.
- Number of buffers between clock root and the deepest sink :: 2
- Clock tree from TritonCTS :: done
- Gates resized during post-CTS repair numbered 0.
- Clock insertion delay at the later pin of the skew report :: 250 ps

** Global route
- The via count of the first global-routing pass was 2356.
- Initial antenna violation count :: 0
- Overall routing resource usage recorded by global route was 2.94%.
- GRT Residual Overflow :: 0
- Entering global routing, the biggest net connects 25 pins.
- Wire length of the first global-routing pass :: 13.6 mm

** Synthesis
- Aoi/oai-family share of the synthesized area :: 2.67%
- The number of different library cells used by synthesis comes to 29.
- Cell taking the most area after synthesis :: sky130_fd_sc_hd__buf_4
- The synthesized design contains 24 register bits.
- After Yosys synthesis, XOR and XNOR cells account for 3.91% of the synthesized area.
- In the synthesized netlist, the number of instances is 521.
- Count of yosys warnings during synthesis :: 284
- Each instance of the synthesized netlist takes up on average 7.74 µm².
- Of the synthesized area, sequential elements account for 11.9%.
- Fa+ha+maj area frac :: 0.621%
- By area the synthesized netlist is led by sky130_fd_sc_hd__buf_4 (70%), sky130_fd_sc_hd__dfxtp_1 (12%), sky130_fd_sc_hd__xnor2_1 (2.4%).
- The chip area line in the Yosys stat output reads 4030 µm².
- Main logic family after synthesis :: buffers and inverters
- Netlist area before placement :: 4030 µm²
- Async set-or-reset flop fraction in the synthesized netlist :: 0%
- Post-synth EDFFs :: 0
- The portion of synthesized area spent on multiplexers is 0.248%.
- Of the total synthesized cell area, the portion taken by AND, OR, NAND and NOR gates is 8.88%.
- Top FF cell, synth :: sky130_fd_sc_hd__dfxtp_1
- Of the post-synthesis cell area, the dominant cell type holds 70.2%.
- Ys cells :: 521

** Floorplanning
- According to the I/O placement log, the pin count is 601.
- Floorplan die height :: 246 µm
- Number of cell rows :: 82
- Die x size :: 246 µm
- In this run the full chip footprint comes out at 60500 µm².
- At the floorplan stage, the core utilization is reported as 8.00%.
- Placeable core region :: 50400 µm²

** Finish
- The top cell types in the final layout, fill and taps aside, are sky130_fd_sc_hd__conb_1 (315), sky130_fd_sc_hd__clkdlybuf4s50_1 (51), sky130_fd_sc_hd__dfxtp_1 (24), sky130_fd_sc_hd__nor2_1 (22), sky130_fd_sc_hd__nand2_1 (13).
- Max reg flops :: 24
- Fraction of final layout cells with drive strength greater than 1 :: 1.78%
- Biggest register :: ctr
- The final layout report lists a filler cell count of 5952.
- Most frequent logic cell in the layout :: sky130_fd_sc_hd__conb_1
- Cells fill 7.50% of the core in the end.
- Layout area overhead :: -6.24%
- Final non-filler cell total :: 1179
- The largest registers in the layout are ctr: 24 flops.
- The finished cells cover 3780 µm².

** Timing
- Crit share post-route :: 75.5%
- Max-slew violation count :: 0
- Worst-margin pin slew :: 751 ps
- Based on the critical path, the design can be clocked at up to 260 MHz.
- Setup repair after global routing left no endpoint under its margin.
- Final tally of hold violations :: 0
- Count of final setup violators :: 0
- Across all checked pins, the minimum headroom to the slew limit is 49.9%.
- The worst path needs 3850 ps of the cycle, external delays included.
- Final setup skew :: 3.08 ps
- For the final routed database, the setup TNS stands at 0 ps.

** Detailed routing
- Routed wire length :: 10.6 mm
- Violation count after the first detailed-routing iteration :: 84
- In the log, the iteration count for the first detailed-route pass is 4.
- The script logs the ratio of routed vias to standard cells as 1.74.
- The detail route stage leaves a number of antenna-violating nets equal to 0.
- The script parses the final routing iteration and logs DRC violations as 0.
- Per the detail_route report, the via count comes to 2048.
- Detailed-route wire length per cell :: 8.95 µm

** Run status
- Result of the run :: finished clean

** Run
- Number of max-capacitance violations reported :: 0
- The stage logs contain a warning count of 221.

** Worst hold path
- Hold Path Class :: reg2reg
[power by group through the flow]
stage	sequential [mW]	combinational (mW)	clock, mW
4_1_cts	0.191	0.0573	0.170
5_1_grt	0.191	0.0675	0.178
6_report	0.190	0.0501	0.166
[logic make-up after synthesis]
group                    after synthesis
flip-flops                            24
AND/OR/NAND/NOR                       67
multiplexers                           1
adder cells (fa/ha/maj)                2
XOR/XNOR                              18
buffers and inverters                390
AND-OR/OR-AND                         17
other                                  2
[through the flow]
| stage | setup slack (ps) | power, mW | hold WS [ps] |
|---|---|---|---|
| floorplan | 2340 | 0.385 | 474 |
| global placement | 1240 | 0.253 | 503 |
| detailed placement | 1240 | 0.251 | 513 |
| CTS | 1240 | 0.418 | 532 |
| global route | 1090 | 0.436 | 559 |
| finish | 1250 | 0.406 | 527 |
[final timing paths]
path | depth (start not counted) | endpoint | from | slack (ps)
min reg2reg | 2 | ctr[12]$_SDFF_PP0_ | ctr[12]$_SDFF_PP0_ | 530
min | 2 | ctr[12]$_SDFF_PP0_ | ctr[12]$_SDFF_PP0_ | 530
max reg2reg | 5 | ctr[20]$_SDFF_PP0_ | ctr[1]$_SDFF_PP0_ | 2840
max | 4 | io_out[20] | io_in[23] | 1250
[worst register-to-register path, delay by kind of cell, from the launching register on]
family                   cells  cell delay (ps)
AND/OR/NAND/NOR              2              920
flip-flops                   1              540
AND-OR/OR-AND                2              400
adder cells (fa/ha/maj)      1              300
[area by class of cell]
class                   count  area (µm²)  area share, %
inverters                   7        26.3          0.695
diodes                      2        5.00          0.132
flip-flops and latches     24         480           12.7
well taps                 672         841           22.3
repair buffers             51         510           13.5
clock buffers               3        75.1           1.99
multi-input cells         420        1840           48.7
[synthesized netlist by cell type, types with 2 or more instances]
cell type,count
sky130_fd_sc_hd__buf_4,377
sky130_fd_sc_hd__dfxtp_1,24
sky130_fd_sc_hd__nor2_1,22
sky130_fd_sc_hd__nand2_1,13
sky130_fd_sc_hd__xnor2_1,11
sky130_fd_sc_hd__inv_1,7
sky130_fd_sc_hd__xor2_1,7
sky130_fd_sc_hd__a21oi_1,6
sky130_fd_sc_hd__or3_1,6
sky130_fd_sc_hd__nand3_1,5
sky130_fd_sc_hd__nand4_1,5
sky130_fd_sc_hd__nor4_1,5
sky130_fd_sc_hd__buf_2,4
sky130_fd_sc_hd__nor3_1,4
sky130_fd_sc_hd__o21ai_0,4
sky130_fd_sc_hd__and4_1,3
sky130_fd_sc_hd__a31o_2,2
sky130_fd_sc_hd__a31oi_1,2
sky130_fd_sc_hd__a41o_1,2
sky130_fd_sc_hd__conb_1,2
sky130_fd_sc_hd__ha_1,2
[metal layers]
layer | share of wire [%] | up-vias | global-route usage, % | routed length [µm]
li1 | - | 910 | - | -
met1 | 42 | 870 | 3.62 | 4450
met2 | 37 | 262 | 4.12 | 3920
met3 | 20 | 6 | 2.30 | 2130
met4 | 0.51 | 0 | 0.163 | 54
met5 | 0 | - | 0 | 0
Power is estimated from default activity; no workload was simulated.
